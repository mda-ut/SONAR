$ cat flow/config.mk
export PLATFORM = sky130hd
export DESIGN_NAME = Counter_6_Enable_Async
export DESIGN_NICKNAME = Counter_6_Enable_Async
export VERILOG_FILES = /design/flow/design.v
export SDC_FILE = /design/flow/constraint.sdc
export NUM_CORES = 4
export LEC_CHECK = 1
export CORE_AREA = 10 10 70 70
export DIE_AREA = 0 0 80 80
$ cat flow/constraint.sdc
current_design Counter_6_Enable_Async

set clk_period 1.5
set clk_io_pct 0.2

create_clock -name clk0 -period $clk_period [get_ports {clk}]

set non_clock_inputs [all_inputs -no_clocks]
set_input_delay [expr $clk_period * $clk_io_pct] -clock clk0 $non_clock_inputs
set_output_delay [expr $clk_period * $clk_io_pct] -clock clk0 [all_outputs]
$ cat flow/design.v
module Counter_6_Enable_Async(clk, resetn, enable, q);
	input clk;
	input resetn;
	input enable;
	output [5:0]q;
	T_FF_Enable_Async Five(clk, resetn, enable, q[0] & q[1] & q[2] & q[3] & q[4], q[5]);
	T_FF_Enable_Async Four(clk, resetn, enable, q[0] & q[1] & q[2] & q[3], q[4]);
	T_FF_Enable_Async Three(clk, resetn, enable, q[0] & q[1] & q[2], q[3]);
	T_FF_Enable_Async Two(clk, resetn, enable, q[0] & q[1], q[2]);
	T_FF_Enable_Async One(clk, resetn, enable, q[0], q[1]);
	T_FF_Enable_Async Zero(clk, resetn, enable, 1'b1, q[0]);
endmodule
module T_FF_Enable_Async(clk, resetn, enable, d, q);
	input clk;
	input resetn;
	input enable;
	input d;
	output reg q;
	always @(posedge clk or negedge resetn)
	begin
		if (!resetn)
		begin
			q <= 1'b0;
		end
		else
		begin
			if (enable)
			begin
				if (d)
				begin
					q <= !q;
				end
			end
		end
	end
endmodule
$ cat flow/run.sh
#!/bin/bash
# OpenROAD 26Q1-2900-gdf79404cd8, Yosys 0.63+post, stock flow scripts
make -C /OpenROAD-flow-scripts/flow DESIGN_CONFIG=/design/flow/config.mk WORK_HOME=/design/flow/orfs finish
==> run summary <==
Status: complete, no violations
Port Buf Inserts: 8
Number of global-route vias before repair: 165
Pre-antenna DRT Iters: 2
# DRC: 0
Crit path capture type: output pin
Reg2Reg Setup Slack: 0.52 ns
Routed WL: 513 um
Post-Route M1 WL: 264 um
Num CTS Buffers: 3
Family with the most delay on the worst path: buffers and inverters
Worst Reg2Reg Path Length in Cells: 3
Yosys Chip Area: 282 um2
WP buf/inv: 1
Critical Path RT: 1.20 ns
Top Layout Cells: clkdlybuf4s50_1, dfrtp_1, xnor2_1
Die Height: 80 um
CTS root buffer: clkbuf_4
CTS tree: yes
Min Tclk post-route: 1.44 ns
Stages on the worst setup path: 1
Max cap viols: 0
Dominant logic cell type in the layout: clkdlybuf4s50_1
Final hold viol count: 0
DRT antenna net count: 0
CTS Hold Bufs: 0
Slew Viols, Final: 0
Crit-path max cell delay: 0.49 ns
Worst R2R End: Five.q
Chip Area: 6400 um2
Synth area leader: dfrtp_1
Initial antenna violation count: 0
Vias post-DR: 159
LEAKAGE: 0.150 nW
Largest net degree at the start of global routing: 7
Crit path DAT: 1.14 ns
Die X: 80 um
Tool warnings: 25
1st-iter DRT viols: 2
Ys flops: 6
Top routing layer in use: met3
Area growth syn-to-layout: 43.6%
Maximum fanout along the worst path: 4
Met3 WL post-DR: 110 um
Post-synthesis cell area: 282 um2
Yosys Instances: 23
# H-tree levels: 1
Slew Limit Headroom: 80.8%
Clock Tree Buf Depth: 2
Max Freq: 697 MHz
Distinct lib cells: 8
Reg2reg start: One.q
Core area: 3420 um2
Inserted Diodes: 0
Top-area cell share: 53.3%
Setup CP Type: register to output pin
WL per Instance: 6.84 um
Peak supply drop: 0.832 mV
Met2 WL: 137 um
Layout cells sized above 1: 20.7%
Share of the yosys chip area belonging to registers: 53.3%
Worst clock skew: 0.000802 ns
Worst-Margin Slew: 0.287 ns
Design Power: 0.756 mW
Placement row count: 21
Syn_area_per_cell: 12.2 um2
Hold WC Path Type: input port to asynchronous set/reset pin
Mapped Cells: 23
Worst-Skew Late Latency: 0.24 ns
Setup violators final: 0
Setup tns final: 0 ns
PwrDens: 1870 nW/um2
Via density: 2.12
Overflow after GRT: 0
Critical path's slowest cell: clkdlybuf4s50_1
Post-cts sizing count: 0
Sequence of cells on the critical path: clkdlybuf4s50_1
Gpl congestion: 0.650
Yosys Warn Count: 1
Num ports: 9
CTS sink cnt: 6
Worst-path clk slew: 0.04 ns
Top area cell types: dfrtp_1, buf_4, xnor2_1
Total Routing Usage GR: 1.81%
First-pass GRT wire length: 828 um
Crit. Startpoint: Three.q
Worst setup SP type: register
FP Util: 8.24%
Final hold slack: 0.309 ns
RSZ-0062 raised after global routing: false
Final worst path period share: 95.7%
==> repair_timing <==
item	4_1_cts	5_1_grt
buffers inserted	0	1
endpoints found under the setup margin	0	1
endpoints found under the hold margin	0	0
==> per-layer routing <==
layer	up-vias	track usage, %
met5	-	0
met4	0	0.176
met3	0	2.61
met2	10	1.69
met1	66	2.22
li1	83	-
==> power breakdown <==
group | switching, mW | internal, mW
sequential | 0.0890 | 0.247
combinational | 0.0613 | 0.219
clock | 0.0504 | 0.0900
total | 0.201 | 0.556
==> registers in the layout, summed over array words and instances, names as in the netlist <==
signal and cells:
Five.q 1, Four.q 1, One.q 1, Three.q 1, Two.q 1, Zero.q 1
==> layout make-up <==
class	instances	area, um2
Timing Repair Buffer	9	87.6
Clock buffer	3	22.5
Multi-Input combinational cell	11	86.3
Tap cell	46	57.6
Fill cell	396	3010
Sequential cell	6	150
==> worst max-delay path by stage <==
| stage | end | slack [ns] |
|---|---|---|
| CTS | q[0] | 0.04 |
| global route | q[1] | 0.008 |
| finish | q[3] | 0.06 |
==> through the flow <==
| step | std cells | worst slack, ns | area [um2] | utilization, % |
|---|---|---|---|---|
| 3_5_place_dp | 71 | 0.0658 | 374 | 11.0 |
| 2_1_floorplan | 23 | 0.556 | 282 | - |
| 4_1_cts | 74 | 0.0402 | 397 | 11.6 |
| 6_report | 75 | 0.0646 | 404 | 11.8 |
| 3_3_place_gp | 71 | 0.0900 | 374 | 11.0 |
| 5_1_grt | 75 | 0.00762 | 404 | 11.8 |
==> synth_stat cells <==
| cell | number |
|---|---|
| buf_4 | 6 |
| dfrtp_1 | 6 |
| xnor2_1 | 4 |
| nand2_1 | 2 |
| xor2_1 | 2 |
| and4_4 | 1 |
| nand3_1 | 1 |
| nand3_2 | 1 |
==> logic make-up after synthesis <==
family / share of synthesized area (%)
xor gates and xnor gates: 18.7
buffers and inverters: 16.0
DFF: 53.3
and+or+nand+nor: 12.0
Power figures rest on the tool's default switching activity, not on a simulated workload.
