==> design/flow/design.v <==
module D_FF_Enable_Async(clk, resetn, enable, d, q);
	input clk;
	input resetn;
	input enable;
	input d;
	output reg q;
	always @(posedge clk or negedge resetn)
	begin
		if (!resetn)
		begin
			q <= 1'b0;
		end
		else
		begin
			if (enable)
			begin
				q <= d;
			end
		end
	end
endmodule
module Shift_Register_14_Enable_Async_Muxed(clk, resetn, enable, d, q);
	input clk;
	input resetn;
	input enable;
	input d;
	output [13:0] q;
	D_FF_Enable_Async Zero(clk, resetn, enable, d, q[0]);
	D_FF_Enable_Async One(clk, resetn, enable, q[0], q[1]);
	D_FF_Enable_Async Two(clk, resetn, enable, q[1], q[2]);
	D_FF_Enable_Async Three(clk, resetn, enable, q[2], q[3]);
	D_FF_Enable_Async Four(clk, resetn, enable, q[3], q[4]);
	D_FF_Enable_Async Five(clk, resetn, enable, q[4], q[5]);
	D_FF_Enable_Async Six(clk, resetn, enable, q[5], q[6]);
	D_FF_Enable_Async Seven(clk, resetn, enable, q[6], q[7]);
	D_FF_Enable_Async Eight(clk, resetn, enable, q[7], q[8]);
	D_FF_Enable_Async Nine(clk, resetn, enable, q[8], q[9]);
	D_FF_Enable_Async Ten(clk, resetn, enable, q[9], q[10]);
	D_FF_Enable_Async Eleven(clk, resetn, enable, q[10], q[11]);
	D_FF_Enable_Async Twelve(clk, resetn, enable, q[11], q[12]);
	D_FF_Enable_Async Thirteen(clk, resetn, enable, q[12], q[13]);
endmodule
==> design/flow/run.sh <==
#!/bin/bash
# OpenROAD 26Q1-2900-gdf79404cd8, Yosys 0.63+post, stock flow scripts
make -C /OpenROAD-flow-scripts/flow DESIGN_CONFIG=/design/flow/config.mk WORK_HOME=/design/flow/orfs finish
==> design/flow/config.mk <==
export PLATFORM = sky130hd
export DESIGN_NAME = Shift_Register_14_Enable_Async_Muxed
export DESIGN_NICKNAME = Shift_Register_14_Enable_Async_Muxed
export VERILOG_FILES = /design/flow/design.v
export SDC_FILE = /design/flow/constraint.sdc
export NUM_CORES = 4
export LEC_CHECK = 1
export CORE_AREA = 10 10 72 72
export DIE_AREA = 0 0 82 82
==> design/flow/constraint.sdc <==
current_design Shift_Register_14_Enable_Async_Muxed

set clk_period 1.0
set clk_io_pct 0.2

create_clock -name clk0 -period $clk_period [get_ports {clk}]

set non_clock_inputs [all_inputs -no_clocks]
set_input_delay [expr $clk_period * $clk_io_pct] -clock clk0 $non_clock_inputs
set_output_delay [expr $clk_period * $clk_io_pct] -clock clk0 [all_outputs]
==> impl_metrics.xml <==
<?xml version="1.0" encoding="UTF-8"?>
<metrics>
  <group name="die">
    <metric name="initCoreUtil" unit="%">16.9</metric>
    <metric name="pin_count" unit="">18</metric>
    <metric name="core-area" unit="µm²">3690</metric>
    <metric name="die_h" unit="µm">82</metric>
    <metric name="die_x" unit="µm">82</metric>
    <metric name="num_rows" unit="">22</metric>
    <metric name="die_area" unit="µm²">6720</metric>
  </group>
  <group name="cells_and_area">
    <metric name="comb_area" unit="µm²">158</metric>
    <metric name="area.growth.synth_to_final" unit="%">39.3</metric>
    <metric name="seq_area" unit="µm²">350</metric>
    <metric name="layout-drive-gt1-share" unit="%">71.0</metric>
    <metric name="share_of_the_core_filled_with_cells_in_the_final_layout" unit="%">23.6</metric>
    <metric name="fillCellCount" unit="">397</metric>
  </group>
  <group name="setup_path">
    <metric name="r2r_start" unit="">Three.q</metric>
    <metric name="max_stage_delay" unit="ns">0.37</metric>
    <metric name="cp-start-kind" unit="">register</metric>
    <metric name="crit_family" unit="">flip-flops</metric>
    <metric name="crit_path_end_kind" unit="">primary output</metric>
    <metric name="path_max_fanout" unit="">2</metric>
    <metric name="crit_chain" unit="">clkdlybuf4s15_1</metric>
    <metric name="ff_to_ff_setup_slack" unit="ns">0.11</metric>
    <metric name="worst_path_max_delay_cell" unit="">sky130_fd_sc_hd__dfrtp_1</metric>
    <metric name="cp.arrival" unit="ns">0.77</metric>
    <metric name="reg2reg_depth" unit="">2</metric>
    <metric name="setup.worst_path.class" unit="">reg2out</metric>
    <metric name="timing.rr.end" unit="">Four.q</metric>
    <metric name="critical_path_required" unit="ns">0.80</metric>
    <metric name="critical_path_buffers_and_inverters" unit="">1</metric>
  </group>
  <group name="timing">
    <metric name="worst_pin_slew" unit="ns">0.171</metric>
    <metric name="achievable-frequency" unit="MHz">1030</metric>
    <metric name="worst_slew_margin_rel" unit="%">88.6</metric>
    <metric name="fin_ws" unit="ns">0.0300</metric>
    <metric name="final-hold-violation-count" unit="">0</metric>
    <metric name="rsz0062_at_grt" unit="">false</metric>
    <metric name="fin_worst_skew" unit="ns">0.00455</metric>
    <metric name="finalMaxSlewViolations" unit="">0</metric>
    <metric name="final_min_period_over_clock_period" unit="%">97.0</metric>
    <metric name="fin_crit" unit="ns">0.970</metric>
    <metric name="setup-violations-final" unit="">0</metric>
  </group>
  <group name="pwr">
    <metric name="power_density" unit="nW/µm²">2310</metric>
    <metric name="power_leakage" unit="nW">0.408</metric>
    <metric name="worst_ir_drop_vdd" unit="mV">0.532</metric>
  </group>
  <group name="logic_synthesis">
    <metric name="ys_area" unit="µm²">624</metric>
    <metric name="average_footprint_of_a_synthesized_cell" unit="µm²">14.5</metric>
    <metric name="synth_seq_share" unit="%">56.1</metric>
    <metric name="netlist_instances" unit="">43</metric>
    <metric name="post_synth_instance_area" unit="µm²">624</metric>
    <metric name="post_synth_main_area_contributors" unit="">sky130_fd_sc_hd__dfrtp_1 (56%), sky130_fd_sc_hd__mux2_2 (25%), sky130_fd_sc_hd__buf_4 (17%)</metric>
    <metric name="ys_warn_count" unit="">1</metric>
    <metric name="synthDominantCellAreaShare" unit="%">56.1</metric>
    <metric name="count_of_cell_types_in_the_netlist" unit="">4</metric>
    <metric name="ys_ff" unit="">14</metric>
    <metric name="ys_cells" unit="">43</metric>
    <metric name="post_synthesis_cell_type_with_the_largest_combined_area" unit="">sky130_fd_sc_hd__dfrtp_1</metric>
  </group>
  <group name="detailed_routing">
    <metric name="finalWirelength" unit="µm">1210</metric>
    <metric name="antenna-diode-count" unit="">0</metric>
    <metric name="final_antenna_net_count" unit="">0</metric>
    <metric name="dr.pass1.iters" unit="">3</metric>
    <metric name="via_count" unit="">350</metric>
    <metric name="route.detailed.vias_per_inst" unit="">3.18</metric>
    <metric name="drt_drc_violations_left" unit="">0</metric>
    <metric name="drt-initial-drc-count" unit="">7</metric>
    <metric name="wire_per_inst" unit="µm">11.0</metric>
  </group>
  <group name="clock_network">
    <metric name="clock_tree.root_cell" unit="">sky130_fd_sc_hd__clkbuf_8</metric>
    <metric name="cts-buffers-inserted" unit="">3</metric>
    <metric name="clk_lat_worst_skew" unit="ns">0.24</metric>
    <metric name="ctsLongestPathBuffers" unit="">2</metric>
    <metric name="clkSinkCount" unit="">14</metric>
    <metric name="clkSlewWorstSetupHoldPaths" unit="ns">0.05</metric>
    <metric name="clock_tree.htree_level_count" unit="">1</metric>
    <metric name="cts_hold_buffers" unit="">0</metric>
    <metric name="cts_tree" unit="">yes</metric>
  </group>
  <group name="placement">
    <metric name="place.gp.congestion" unit="">0.662</metric>
    <metric name="dp_worst_setup_slack" unit="ns">-0.322</metric>
    <metric name="place.port_buffers" unit="">17</metric>
  </group>
  <group name="flow_run">
    <metric name="openroad.warnings" unit="">26</metric>
    <metric name="drv_cap" unit="">0</metric>
  </group>
  <group name="grt">
    <metric name="antenna_violations_before_repair" unit="">0</metric>
    <metric name="maximum_number_of_pins_on_one_net_before_global_route_repair" unit="">15</metric>
    <metric name="grt_first_pass_wirelength" unit="µm">1930</metric>
    <metric name="globalRouteOverflowTotal" unit="">0</metric>
    <metric name="grt_pass1_vias" unit="">380</metric>
    <metric name="globalRouteTotalUtil" unit="%">3.76</metric>
  </group>
  <group name="worst_hold_path">
    <metric name="hp-class" unit="">in2async</metric>
  </group>
  <group name="run_status">
    <metric name="status" unit="">complete, no violations</metric>
  </group>
</metrics>
[worst max-delay path by stage]
stage                 slack (ns)  endpoint     start  depth (start not counted)
after global routing       0.003      q[9]    Nine.q                          1
final                       0.03      q[9]    Nine.q                          1
after CTS                  -0.02     q[11]  Eleven.q                          1
[timing repair]
action                                  in CTS  in global routing
endpoints found under the setup margin      28                 11
cloned                                       1                  0
gates resized                               37                  6
buffers inserted                             6                  0
[area by class of cell]
class	count	area share [%]
clock buffers	3	4.75
flip-flops and latches	14	40.3
multi-input cells	14	18.1
well taps	48	6.91
repair buffers	31	29.9
[stage by stage]
| stage | hold WS (ns) | setup TNS, ns | std cells | instance area, µm² | power [mW] |
|---|---|---|---|---|---|
| 2_1_floorplan | -0.0956 | 0 | 43 | 624 | 1.32 |
| 3_3_place_gp | 0.491 | -4.71 | 100 | 816 | 1.68 |
| 3_5_place_dp | 0.504 | -4.74 | 100 | 816 | 1.69 |
| 4_1_cts | 0.290 | -0.0160 | 110 | 893 | 2.10 |
| 5_1_grt | 0.288 | 0 | 110 | 870 | 2.17 |
| 6_report | 0.291 | 0 | 110 | 870 | 2.01 |
[logic make-up after synthesis]
logic type | after synthesis | synth area share, %
muxes | 14 | 25.3
DFF | 14 | 56.1
buffers and inverters | 15 | 18.6
[report_power, final]
part           internal (mW)  switching [mW]  total, mW
Sequential             0.775           0.104      0.879
Clock                  0.265           0.171      0.436
Combinational          0.515           0.182      0.697
[synthesized netlist by cell type]
| cell | number |
|---|---|
| sky130_fd_sc_hd__buf_6 | 1 |
| sky130_fd_sc_hd__dfrtp_1 | 14 |
| sky130_fd_sc_hd__buf_4 | 14 |
| sky130_fd_sc_hd__mux2_2 | 14 |
[metal layers]
metal	vias up	wire length, µm	GRT usage [%]
met2	12	538	5.56
met4	0	4	0.340
li1	167	-	-
met5	-	0	0
met1	169	547	4.85
met3	2	119	2.20
[layout by cell type, fill, tap and decap left out]
| master | Yosys | routed |
|---|---|---|
| sky130_fd_sc_hd__buf_12 | 0 | 2 |
| sky130_fd_sc_hd__buf_2 | 0 | 8 |
| sky130_fd_sc_hd__buf_4 | 14 | 11 |
| sky130_fd_sc_hd__bufbuf_16 | 0 | 1 |
| sky130_fd_sc_hd__clkbuf_2 | 0 | 5 |
| sky130_fd_sc_hd__clkbuf_8 | 0 | 3 |
| sky130_fd_sc_hd__clkdlybuf4s15_1 | 0 | 2 |
| sky130_fd_sc_hd__clkdlybuf4s50_1 | 0 | 2 |
| sky130_fd_sc_hd__dfrtp_1 | 14 | 14 |
| sky130_fd_sc_hd__mux2_2 | 14 | 14 |
Power is estimated from default activity; no workload was simulated.
