==> /design/flow/design.v <==
module D_FF_Enable_Async(clk, resetn, enable, d, q);
	input clk;
	input resetn;
	input enable;
	input d;
	output reg q;
	always @(posedge clk or negedge resetn)
	begin
		if (!resetn)
		begin
			q <= 1'b0;
		end
		else
		begin
			if (enable)
			begin
				q <= d;
			end
		end
	end
endmodule
module Shift_Register_16_Enable_Async(clk, resetn, enable, d, q);
	input clk;
	input resetn;
	input enable;
	input d;
	output [15:0] q;
	D_FF_Enable_Async Zero(clk, resetn, enable, d, q[0]);
	D_FF_Enable_Async One(clk, resetn, enable, q[0], q[1]);
	D_FF_Enable_Async Two(clk, resetn, enable, q[1], q[2]);
	D_FF_Enable_Async Three(clk, resetn, enable, q[2], q[3]);
	D_FF_Enable_Async Four(clk, resetn, enable, q[3], q[4]);
	D_FF_Enable_Async Five(clk, resetn, enable, q[4], q[5]);
	D_FF_Enable_Async Six(clk, resetn, enable, q[5], q[6]);
	D_FF_Enable_Async Seven(clk, resetn, enable, q[6], q[7]);
	D_FF_Enable_Async Eight(clk, resetn, enable, q[7], q[8]);
	D_FF_Enable_Async Nine(clk, resetn, enable, q[8], q[9]);
	D_FF_Enable_Async Ten(clk, resetn, enable, q[9], q[10]);
	D_FF_Enable_Async Eleven(clk, resetn, enable, q[10], q[11]);
	D_FF_Enable_Async Twelve(clk, resetn, enable, q[11], q[12]);
	D_FF_Enable_Async Thirteen(clk, resetn, enable, q[12], q[13]);
	D_FF_Enable_Async Fourteen(clk, resetn, enable, q[13], q[14]);
	D_FF_Enable_Async Fifteen(clk, resetn, enable, q[14], q[15]);
endmodule
==> /design/flow/run.sh <==
#!/bin/bash
# OpenROAD 26Q1-2900-gdf79404cd8, Yosys 0.63+post, stock flow scripts
make -C /OpenROAD-flow-scripts/flow DESIGN_CONFIG=/design/flow/config.mk WORK_HOME=/design/flow/orfs finish
==> /design/flow/config.mk <==
export PLATFORM = sky130hd
export DESIGN_NAME = Shift_Register_16_Enable_Async
export DESIGN_NICKNAME = Shift_Register_16_Enable_Async
export VERILOG_FILES = /design/flow/design.v
export SDC_FILE = /design/flow/constraint.sdc
export NUM_CORES = 4
export LEC_CHECK = 1
export CORE_AREA = 10 10 87 87
export DIE_AREA = 0 0 97 97
==> /design/flow/constraint.sdc <==
current_design Shift_Register_16_Enable_Async

set clk_period 1.2
set clk_io_pct 0.2

create_clock -name clk0 -period $clk_period [get_ports {clk}]

set non_clock_inputs [all_inputs -no_clocks]
set_input_delay [expr $clk_period * $clk_io_pct] -clock clk0 $non_clock_inputs
set_output_delay [expr $clk_period * $clk_io_pct] -clock clk0 [all_outputs]
==> flow_summary_export.csv <==
group,metric,value,unit
run_status,status,"completed",
route,antenna_left,0,
critical_path,r2r-end,"Eleven.q$_DFFE_PN0P_",
critical_path,cp.arrival,0.90,ns
timing,finalSetupTns,0,ns
critical_path,ff2ff_path_depth,2,
timing,drv_slew,0,
critical_path,slowest_stage,"dfrtp_1",
global_route,grt_overflow_total,0,
clocking,clkLatencyLatePin,0.24,ns
yosys,synth_cells,50,
global_route,grt_max_degree,17,
timing,fin_worst_skew,0.00116,ns
yosys,top_area_cell,"dfrtp_1",
route,antenna_cells,0,
floorplanning,die_h,97,microns
timing,maxSlewHeadroom,91.9,%
critical_path,cp_num_buf_inv,1,
placed_design,postPlaceCellArea,938,sq um
yosys,yosysSeqAreaShare,52.0,%
timing,rsz0062_at_grt,"false",
floorplanning,rows,27,
critical_path,cp-startpoint,"Six.q$_DFFE_PN0P_",
critical_path,crit_fanout,3,
critical_path,crit_cells,1,
critical_path,cp-end-kind,"output pin",
clocking,cts.clk_slew.worst_paths,0.05,ns
placed_design,place_congestion,0.713,
power,pwr-share-comb,40.4,%
clocking,clkSinkCount,16,
route,wl,1360,microns
critical_path,endpoint,"q[6]",
floorplanning,io_pins,20,
timing,finalSetupViolations,0,
flow_run,warnings,25,
power,power.switching,0.463,mW
timing,period_used_share,94.9,%
layout,final_area,0.00105,sq mm
power,seqPwrFrac,41.4,%
power,p_clk_share,18.2,%
timing,finalHoldViolCount,0,
route,vias_per_cell,2.69,
critical_path,r2r-start,"Eleven.q$_DFFE_PN0P_",
floorplanning,dieArea,0.00941,sq mm
global_route,antenna_found_initial,0,
timing,fin_crit,1.14,ns
power,netSwitchingFraction,22.4,%
floorplanning,die_w,97,microns
global_route,grt_pass1_vias,443,
power,power.density,1970,mW/mm^2
yosys,synth-seq-cells,16,
clocking,holdBufCountCts,0,
timing,tightestPinTransition,0.121,ns
flow_run,max-cap-violations,0,
timing,fin_ws,0.0610,ns
floorplanning,fp_util,13.6,%
clocking,cts_buffer_depth,2,
layout,stdcell_count,140,
route,wl_per_cell,9.70,microns
route,dr_total_vias,376,
critical_path,slowest_delay,0.39,ns
timing,fmax,878,MHz
power,vdd_drop_max,734,uV
critical_path,reg2reg_slack,0.31,ns
yosys,top_area_share,52.0,%
clocking,cts_tree,"built",
global_route,gr-usage-all-layers,3.16,%
critical_path,crit_family,"flip-flops",
layout,area_growth_syn_to_layout,36.4,%
placed_design,dp_cells,125,
yosys,yosys_area,769,sq um
power,p_int,1.60,mW
yosys,synth.avg_cell_area,15.4,sq um
critical_path,startpoint_type,"flip-flop",
layout,fin_util,18.6,%
layout,drive_above_1_share,48.5,%
yosys,synth_warnings,1,
clocking,htreeDepth,1,
critical_path,crit_type,"reg2out",
clocking,cts-root-buf,"clkbuf_8",
yosys,synth.distinct_cells,6,
route,drt_iter0_drc,5,
placed_design,dp_slack,-0.194,ns
yosys,netlist_area,769,sq um
global_route,grt_pass1_wl,2350,microns
critical_path,path_cells,"dlygate4sd2_1",
route,first_pass_iters,2,
worst_hold_path,min_path_type,"in2async",
critical_path,required,0.96,ns
placed_design,io_buffer_count,19,
layout,fillers,592,
yosys,ys_cells,50,
yosys,area_leaders,"dfrtp_1 52%, mux2_4 20%, buf_4 16%",
floorplanning,core-area,0.00564,sq mm
route,drcViolationCount,0,
layout,layout_top_cells,"16 x dfrtp_1, 16 x dlygate4sd2_1, 12 x buf_4, 10 x mux2_4, 6 x mux2_2",
clocking,numCtsBuffers,3,
power,leakagePower,0.499,nW
## cells in the mapped netlist
master / instances
buf_4: 16
dfrtp_1: 16
mux2_4: 10
mux2_2: 6
buf_12: 1
buf_6: 1
## sequential cells by signal, summed over array words and instances (netlist names)
name / flops
Eight.q: 1
Eleven.q: 1
Fifteen.q: 1
Five.q: 1
Four.q: 1
Fourteen.q: 1
Nine.q: 1
One.q: 1
Seven.q: 1
Six.q: 1
Ten.q: 1
Thirteen.q: 1
Three.q: 1
Twelve.q: 1
Two.q: 1
Zero.q: 1
## per-layer routing
layer	vias to the layer above	GRT usage (%)	wire [microns]
met4	0	0.225	0
met1	172	3.81	592
met3	0	2.87	225
met2	19	4.24	539
li1	185	-	-
met5	-	0	0
## worst min path at each step
stage / endpoint / slack (ns) / from / cells past startpoint
CTS: Nine.q$_DFFE_PN0P_ / 0.34 / resetn / 2
finish: Nine.q$_DFFE_PN0P_ / 0.34 / resetn / 2
global route: Nine.q$_DFFE_PN0P_ / 0.35 / resetn / 2
## through the flow
| stage | power [mW] | hold slack [ns] |
|---|---|---|
| finish | 2.06 | 0.337 |
| floorplan | 1.38 | -0.0556 |
| global route | 2.25 | 0.345 |
| global placement | 1.62 | 0.504 |
| CTS | 2.10 | 0.338 |
| detailed placement | 1.64 | 0.516 |
## power by group through the flow
stage	Combinational [mW]	Sequential, mW	Clock, mW
CTS	0.861	0.856	0.387
global route	0.934	0.898	0.417
finish	0.833	0.855	0.376
## logic make-up after synthesis
family	after synthesis	share of synthesized area, %
buffers and inverters	18	19.7
multiplexers	16	28.3
flip-flops	16	52.0
## area by class of cell
| type | instances | area [sq um] | area share (%) |
|---|---|---|---|
| Clock buffer | 3 | 41.3 | 3.93 |
| Timing Repair Buffer | 33 | 300 | 28.6 |
| Tap cell | 72 | 90.1 | 8.58 |
| Multi-Input combinational cell | 16 | 218 | 20.7 |
| Sequential cell | 16 | 400 | 38.1 |
## what timing repair did
action,CTS,global route
resized,16,0
endpoints found under the setup margin,16,0
buffers inserted,12,0
No activity file was given, so power comes from the tool's default toggle rates.
